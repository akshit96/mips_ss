File: /design/flow/constraint.sdc
current_design alu_32

set clk_period 17.4
set clk_io_pct 0.2

create_clock -name clk0 -period $clk_period

set non_clock_inputs [all_inputs -no_clocks]
set_input_delay [expr $clk_period * $clk_io_pct] -clock clk0 $non_clock_inputs
set_output_delay [expr $clk_period * $clk_io_pct] -clock clk0 [all_outputs]
File: /design/flow/design.v
`default_nettype none
module alu_32(cout, out, op, in0, in1);
    parameter N = 32;
    output reg cout;
    output reg [N-1:0] out;
    input [2:0] op;
    input [N-1:0] in0, in1;
    always @(op or in0 or in1)
    begin
        if(op[2:1] == 0)  
            {cout, out} = in0 + in1;
        else if(op[2:1] == 1)  
            {cout, out} = in0 - in1;
        else if(op == 4)
            {cout, out} = in0 & in1;
        else if(op == 5)
            {cout, out} = in0 | in1;
        else if(op == 6)
            {cout, out} = in0 ^ in1;
        else
            {cout, out} = ~(in0 | in1);
    end
endmodule
module test_alu_32();
    reg [31:0] in0, in1;
    wire [31:0] out;
    reg [2:0] op;
    wire cout;
    alu_32 myalu(cout, out, op, in0, in1);
    initial
    begin
        $monitor(, $time, ": a=%h, b=%h, op=%b, out=%h, cout=%b",
            in0, in1, op, out, cout);
        in0 = 32'h0f00000f;
        in1 = 32'h0234567a;
        op = 2'b00;
        #10
        op = 2'b01;
        #10
        op = 2'b10;
        #10
        op = 2'b11;
        #10
        in0 = 32'h0f00000f;
        in1 = 32'hf234567a;
        op = 2'b10;
        #10
        op = 2'b11;
        #10
        in0 = 32'hff00000f;
        in1 = 32'h0234567a;
        op = 2'b10;
        #10
        op = 2'b11;
        #10
        in0 = 32'hff00000f;
        in1 = 32'hf234567a;
        op = 2'b10;
        #10
        op = 2'b11;
    end
endmodule
File: /design/flow/config.mk
export PLATFORM = sky130hd
export DESIGN_NAME = alu_32
export DESIGN_NICKNAME = alu_32
export VERILOG_FILES = /design/flow/design.v
export SDC_FILE = /design/flow/constraint.sdc
export NUM_CORES = 4
export LEC_CHECK = 1
export CORE_UTILIZATION = 50
File: /design/flow/run.sh
#!/bin/bash
# OpenROAD 26Q1-2900-gdf79404cd8, Yosys 0.63+post, stock flow scripts
make -C /OpenROAD-flow-scripts/flow DESIGN_CONFIG=/design/flow/config.mk WORK_HOME=/design/flow/orfs finish
==> deck_impl_summary.md <==
Flow Results at a Glance

Status
  • Status: complete, no violations

STA
  • Setup WS post-layout: 6.71 ns
  • Slew @ Worst Pin: 0.782 ns
  • Setup TNS: 0 ns
  • Relative max-transition margin: 47.9%
  • Fmax: 93.5 MHz
  • Hold WS: 7.95 ns
  • Final Setup Violations: 0
  • Final Critical Period: 10.69 ns
  • Slew Viols, Final: 0
  • Hold Violations, Final: 0
  • RSZ-0062 raised after global routing: no
  • Final Cycle Share: 61.5%

Global routing
  • Tot GR Track Use: 28.6%
  • Vias in the first global route: 5587
  • Antenna violations before repair: 0
  • First-pass GRT wire length: 26.4 mm
  • Pin count of the biggest net entering global routing: 74
  • Grt total ovfl: 0

Pwr
  • Tot Pwr: 0.208 mW
  • LEAKAGE: 2.87 nW
  • Switching share of power: 52.9%
  • Pwr Density: 33.1 nW/µm²
  • Clk pwr share: 0%
  • P_int: 0.0981 mW
  • Comb power frac: 100.0%
  • Seq pwr share: 0%
  • Psw: 0.110 mW
  • Peak VDD IR: 16.0 µV

Route
  • ANT cells: 0
  • Routed wire per std cell: 15.0 µm
  • DRC: 0
  • DRT Pass-1 Iters: 5
  • Detailed Route Iter0 Violations: 372
  • Drt total wl: 15.5 mm
  • Final antenna-violating net count: 0
  • Vias: 6023
  • Via-to-Cell Ratio: 5.84

Clock tree
  • Hold buffer count at cts: 0
  • Post-cts sizing count: 0
  • Setup bufs post-CTS: 0

Critical path
  • CP max stage cell: clkdlybuf4s50_1
  • Critical-path maximum fanout: 9
  • CP Cell Sequence: clkdlybuf4s50_1 -> inv_1 -> ha_1 -> a21oi_1 -> o31ai_1 -> a21oi_1 -> a21boi_0 -> o21ai_0 -> a2111oi_0 -> o22ai_1 -> xnor2_1 -> o21ai_0 -> clkdlybuf4s50_1
  • CP arrival: 7.21 ns
  • Setup Crit Path Kind: in -> out
  • CP endpoint kind: output pin
  • Crit path DRT: 13.92 ns
  • CP Buf/Inv Count: 3
  • Crit start category: primary input
  • Crit path max-delay family: AND-OR/OR-AND gates
  • Critical Path Max Stage Delay: 0.52 ns

Min path
  • Worst min path class: in -> out

Synthesis
  • Area leader, netlist: ha_1
  • YS chip area: 5310 µm²
  • Mapped Cells: 842
  • Post-synth top area share: 22.6%
  • Ys cells: 842
  • Top cells by area: ha_1, o21ai_0, a21oi_1
  • Synthesized area per cell: 6.31 µm²
  • Syn. warnings: 1
  • Synthesized area: 5310 µm²
  • Post-synthesis cell type count: 71
  • Synth Seq Share: 0%

Placed design
  • Post-DP Area: 6300 µm²
  • # port buffers: 100
  • Placed cell count: 1031
  • Post-DP HPWL: 12.1 mm
  • Placer Congestion: 0.978
  • Post-place setup slack: 6.75 ns

Cells and area
  • Register area: 0 µm²
  • Most used logic cell in the final layout: o21ai_0
  • Final Cell Area: 6300 µm²
  • Utilization after layout: 61.0%
  • Most numerous logic cells after layout: o21ai_0, inv_1, clkdlybuf4s50_1
  • CLK BUF: 0
  • Number of sequential cells: 0
  • Final Instance Count excl. Fillers: 1031
  • Area grow syn2layout: 18.6%
  • Layout cells sized above 1: 2.35%

Floorplanning
  • Die span in y: 105 µm
  • Fp_density: 51.4%
  • Core Rows: 37
  • Chip Area: 11000 µm²
  • DIE WIDTH: 105 µm
  • # IOs: 100
  • Core ar.: 10300 µm²

Job
  • OpenROAD warnings: 97
  • Max Cap Viol: 0
==> final cells by class <==
cell class	instances	area [µm²]
Multi-Input combinational cell	687	4720
Tap cell	136	170
Timing Repair Buffer	104	1020
Fill cell	953	4030
Inverter	104	390
==> routing by layer <==
layer / vias to the layer above / wire length [µm] / global-route usage (%)
li1: 3085 / - / -
met1: 2733 / 7620 / 42.6
met2: 189 / 7000 / 46.8
met3: 16 / 740 / 0.953
met4: 0 / 126 / 3.82
met5: - / 0 / 0
==> power by group through the flow <==
stage / clock (mW) / sequential (mW) / combinational [mW]
final: 0 / 0 / 0.208
after global routing: 0 / 0 / 0.233
after CTS: 0 / 0 / 0.207
==> cells in the mapped netlist, drive strengths merged (7+ instances only) <==
cell type	number
a211o	8
a211oi	7
a21o	15
a21oi	85
a31oi	16
buf	11
clkbuf	40
ha	96
inv	102
mux2i	10
nand2	70
nand3	15
nor2	66
nor2b	12
nor3	17
o211ai	12
o21a	7
o21ai	103
o21bai	13
o31ai	13
xnor2	25
==> cells by family (layout without fill, tap and decap cells) <==
group                      count (synthesis)  after routing  synth area share [%]
AOI/OAI and AO/OA                        324            324                  38.3
xor gates and xnor gates                  26             26                  4.29
adders and majority gates                 98             98                  23.4
buffers and inverters                    155            208                  11.1
muxes                                     13             13                  2.73
and+or+nand+nor                          226            226                  20.2
==> tightest hold or removal path: stages <==
cell and delay, ns:
buf_2 0.25, a31oi_1 0.25, a31oi_1 0.10, clkdlybuf4s50_1 0.39
==> path summary, 6_finish.rpt <==
kind / to / from / cells past startpoint / slack, ns
max: out[26] / in0[8] / 13 / 6.71
min: out[28] / op[0] / 4 / 7.95
Power is estimated from default activity; no workload was simulated.
