===== flow/run.sh =====
#!/bin/bash
# OpenROAD 26Q1-2900-gdf79404cd8, Yosys 0.63+post, stock flow scripts
make -C /OpenROAD-flow-scripts/flow DESIGN_CONFIG=/design/flow/config.mk WORK_HOME=/design/flow/orfs finish

===== flow/config.mk =====
export PLATFORM = sky130hd
export DESIGN_NAME = mux2to1_32
export DESIGN_NICKNAME = mux2to1_32
export VERILOG_FILES = /design/flow/design.v
export SDC_FILE = /design/flow/constraint.sdc
export NUM_CORES = 4
export LEC_CHECK = 1
export CORE_AREA = 10 10 71 71
export DIE_AREA = 0 0 81 81

===== flow/constraint.sdc =====
current_design mux2to1_32

set clk_period 1.0
set clk_io_pct 0.2

create_clock -name clk0 -period $clk_period

set non_clock_inputs [all_inputs -no_clocks]
set_input_delay [expr $clk_period * $clk_io_pct] -clock clk0 $non_clock_inputs
set_output_delay [expr $clk_period * $clk_io_pct] -clock clk0 [all_outputs]

===== flow/design.v =====
`default_nettype none
module mux2to1(output out, input s, input in0, input in1);
    assign out = s ? in1 : in0;
endmodule
module mux2to1_5(output [4:0] out, input s, input [4:0] in0, input [4:0] in1);
    assign out = s ? in1 : in0;
endmodule
module mux2to1_32(output [31:0] out, input s, input [31:0] in0, input [31:0] in1);
    assign out = s ? in1 : in0;
endmodule

==> impl_metrics.json <==
{
  "status": "finished with violations",
  "violations": "negative setup slack",
  "yosysMostFrequentCell": "mux2_4",
  "num_rows": 22,
  "p_total_uw": 623.8,
  "ys_sh_simple": 0,
  "netlist_area_um2": 544.3,
  "synth.distinct_cells": 4,
  "mi_logic_area_um2": 476.7,
  "vias": 715,
  "crit_family": "buffers and inverters",
  "syn_inst": 36,
  "grt_pass1_wl_um": 4140,
  "cp.arrival_ns": 0.98,
  "via_per_inst": 3.824,
  "initialDrtViolationCount": 3,
  "final-max-slew-violation-count": 0,
  "rsz0062_at_grt": "true",
  "leakagePower_uw": 0.0008722,
  "fillers": 357,
  "ir_worst_vdd_mv": 0.1688,
  "setup_viol": 32,
  "fa_ha_area_frac": 0,
  "cp_slowest_stage_delay_ns": 0.29,
  "required_ns": 0.80,
  "crit_buf_inv": 4,
  "synthTopLogicFamily": "multiplexers",
  "fp_util": 0.1498,
  "ioPinCount": 97,
  "min_from": "in1[29]",
  "synth.area.top_cells": "mux2_4, buf_12, mux2_2, buf_6",
  "ys_top_cells_by_count": "mux2_4, buf_12, mux2_2",
  "top_usage_layer": "met2",
  "drcViolationCount": 0,
  "power_density_nw_per_um2": 392.3,
  "die_area_um2": 6561,
  "ys_sh_xor": 0,
  "antenna_cells": 0,
  "use_met2": 0.1425,
  "wirelength_um": 2877,
  "crit_path_max_fanout": 6,
  "postSynthAreaPerCell_um2": 15.12,
  "postLayoutCoreUtil": 0.4377,
  "port_buffers": 97,
  "yosysSeqAreaShare": 0,
  "yosys-stat-cells": 36,
  "grtUsageMet1": 0.09026,
  "firstDrtPassIters": 2,
  "drtAntennaViolNets": 0,
  "hold_viol": 0,
  "grt_pass1_vias": 764,
  "ys_area_um2": 544.3,
  "mux_area_frac": 0.8690,
  "flops": 0,
  "fp.dieH_um": 81,
  "warnings": 34,
  "worst-setup-path-type": "primary input to output port",
  "min_period_ns": 1.179,
  "area_growth_pct": 192.2,
  "grt_usage": 0.07789,
  "yosys_warnings": 0,
  "startpoint": "s",
  "aoi_share": 0,
  "ctsHoldBuffers": 0,
  "dpl.hpwl_um": 2496,
  "hp-class": "primary input to output port",
  "tightest_slew_ns": 0.08696,
  "maxCapViolCount": 0,
  "wl_per_cell_um": 15.39,
  "place_ws_ns": -0.5123,
  "met3_usage": 0.02784,
  "fmaxAchievable_mhz": 848.1,
  "critPathCaptureType": "output port",
  "drive_gt1_frac": 0.5396,
  "worst_slack_ns": -0.1791,
  "path_cells": "buf_12 -> buf_12 -> buf_12 -> mux2_4 -> buf_6",
  "critPathLaunchType": "primary input",
  "coreArea_um2": 3633,
  "cpMostUsedCell": "buf_12",
  "die_w_um": 81,
  "timing.hold.ws_ns": 0.6905,
  "clock_buffers": 0,
  "place_congestion": 0.8322,
  "antenna_found_initial": 0,
  "grt_max_degree": 11,
  "overflow": 0,
  "crit_path_top_delay_cell": "mux2_4",
  "finalCritPeriodShare": 1.179,
  "largest_area_cell": "mux2_4",
  "flop_area_um2": 0,
  "maxSlewHeadroom": 0.9420,
  "top_area_frac": 0.8276
}
## cells by family after synthesis
logic type             Yosys count
buffers and inverters            4
multiplexers                    32
## what timing repair did
item	in CTS	in global routing
gates resized	171	10
cloned	2	0
setup buffers	5	1
pin swaps	0	0
endpoints found under the setup margin	32	32
## metrics by stage
step | TNS (ns) | cells | instance area [um2]
detailed placement | -15.81 | 179 | 1539
floorplan | 0 | 36 | 544.3
global route | -3.864 | 187 | 1590
CTS | -3.621 | 186 | 1538
global placement | -15.61 | 179 | 1539
finish | -3.304 | 187 | 1590
## metal layers
metal  wire length [um]  vias up
met4                  0        0
met5                  0        -
met2               1452       50
met3                350        0
li1                   -      345
met1               1075      320
## layout by cell type (no fill, tap or decap), drive strengths merged
| master | instances |
|---|---|
| mux2 | 32 |
| dlygate4sd2 | 51 |
| clkdlybuf4s50 | 9 |
| buf | 43 |
| dlymetal6s2s | 4 |
## path summary, 6_finish.rpt
kind	end	slack, ns	cells past startpoint
worst max-delay path	out[4]	-0.18	5
worst min-delay path	out[29]	0.69	3
## tightest hold or removal path, cell delays in order
cell	delay, ns
dlymetal6s2s_1	0.08
mux2_4	0.13
buf_2	0.08
## cell type report
type | instances | share of cell area
tap | 48 | 0.03777
multi-input combinational | 32 | 0.2998
timing repair buffer | 107 | 0.6625
## report_power, final
part / switching, uW / internal [uW] / leakage [uW] / total [uW]
clock: 0 / 0 / 0 / 0
combinational: 137 / 487 / 0.000872 / 624
sequential: 0 / 0 / 0 / 0
total: 137 / 487 / 0.000872 / 624
Power figures rest on the tool's default switching activity, not on a simulated workload.
